==> design.v <==
module ALU(a, b, sel, out);
input [31:0] a;
input [31:0] b;
input [3:0] sel;
output [31:0] out;
reg [31:0] out;
always @(*) begin
	case(sel)
	4'b0000: out <= a + b;
	4'b0001: out <= a - b;
	4'b0010: out <= a << b;
	4'b0011: out <= ($signed(a) < $signed(b)) ? 32'd1 : 32'd0;
	4'b0100: out <= (a < b) ? 32'd1 : 32'd0;
	4'b0101: out <= a ^ b;
	4'b0110: out <= a >> b;
	4'b0111: out <= a >>> b;
	4'b1000: out <= a | b;
	4'b1001: out <= a & b;
	default: out <= b;
	endcase
end
initial
	out <= 32'd0;
endmodule
module t_ALU;
reg [31:0] a;
reg [31:0] b;
reg [3:0] op; 
wire [31:0] out;
ALU test(a,b,op,out);
initial begin
  #0 a = 32'd10; b = 32'd1; op=0;
  #20 a = 32'd4; b = 32'd5; op=7;
  #20 a = -2; b = -1; op=3;
  #20 a = -2; b = -4; op=2;
  #20 a = 32'd0; b = 32'd10; op=6;
  #20 a = 0; b = 0; op=13;
end
endmodule
==> run.sh <==
#!/bin/bash
# OpenROAD 26Q1-2900-gdf79404cd8, Yosys 0.63+post, stock flow scripts
make -C /OpenROAD-flow-scripts/flow DESIGN_CONFIG=/design/flow/config.mk WORK_HOME=/design/flow/orfs finish
==> config.mk <==
export PLATFORM = sky130hd
export DESIGN_NAME = ALU
export DESIGN_NICKNAME = ALU
export VERILOG_FILES = /design/flow/design.v
export SDC_FILE = /design/flow/constraint.sdc
export NUM_CORES = 4
export LEC_CHECK = 1
export CORE_UTILIZATION = 40
==> constraint.sdc <==
current_design ALU

set clk_period 21.1
set clk_io_pct 0.2

create_clock -name clk0 -period $clk_period

set non_clock_inputs [all_inputs -no_clocks]
set_input_delay [expr $clk_period * $clk_io_pct] -clock clk0 $non_clock_inputs
set_output_delay [expr $clk_period * $clk_io_pct] -clock clk0 [all_outputs]
==> impl_metrics.json <==
{
  "synthToLayoutAreaGrowth_pct": 11.7,
  "rsz0062_at_grt": "no",
  "setup_viol": 0,
  "p_leak_uw": 0.00397,
  "die_y_um": 152,
  "avgSynthCellArea_um2": 6.68,
  "core_util_floorplan": 0.410,
  "crit_path_top_delay_cell": "ha_1",
  "path_delay_family": "AND-OR/OR-AND gates",
  "grt_usage": 0.400,
  "netSwitchingFraction": 0.611,
  "period_needed_ps": 13290,
  "flop-count": 0,
  "ctsHoldBuffers": 0,
  "tightest_slew_ps": 919,
  "drive_gt1_frac": 0.0765,
  "final_cell_mix": "nor2_1, a21oi_1, nand2_1",
  "yosysChipArea_mm2": 0.00896,
  "viasPerCell": 6.73,
  "pre_cts_ws_ps": 7880,
  "ys_cells": 1342,
  "die_area_mm2": 0.0230,
  "worstSetupEndpointType": "output port",
  "synthTopCellsByArea": "ha_1, mux4_2, a21oi_1",
  "synth_warnings": 1,
  "hold_violations": 0,
  "drtPass1Iterations": 6,
  "p_int_uw": 99.8,
  "fin_crit_sh": 0.630,
  "post_dp_cell_area_mm2": 0.0100,
  "lay_top_count": "nor2_1",
  "p_per_area_mw_per_mm2": 25.6,
  "status": "complete, no violations",
  "worstSetupStartpointType": "primary input",
  "hold_path.class": "primary input to output port",
  "grt_pass1_wl_um": 66000,
  "maxCapViolCount": 0,
  "regArea_um2": 0,
  "syn_area_mm2": 0.00896,
  "worst-path-stages": 14,
  "totalWireLength_um": 44900,
  "fill_cells": 2333,
  "drc": 0,
  "synth_seq_share": 0,
  "gp_congestion": 1.09,
  "p_switching_uw": 157,
  "maxSlewViolCount": 0,
  "grt_max_degree": 76,
  "fin_tns_setup_ps": 0,
  "dr_total_vias": 11032,
  "critPathKind": "primary input to output port",
  "crit_path_max_incr_delay_ps": 620,
  "yosysUniqueCellTypes": 85,
  "grt_overflow": 0,
  "grt_pass1_vias": 10152,
  "slew_headroom": 0.382,
  "ctsResizeCount": 0,
  "drtAntennaViolNets": 0,
  "dieWidth_um": 152,
  "fmaxAchievable_mhz": 75.2,
  "logic_area_mm2": 0.00808,
  "warning_count": 96,
  "antenna_found_initial": 1,
  "critical_path.max_fanout": 23,
  "cp_cell_sequence": "clkdlybuf4s50_1 > buf_4 > clkinv_1 > ha_1 > a221oi_1 > o41ai_1 > buf_4 > a211o_1 > a21o_1 > nand2_1 > a221oi_1 > o21ai_0 > a22oi_1 > clkdlybuf4s50_1",
  "dp_hpwl_um": 35300,
  "postCtsSetupRepairBufs": 0,
  "vdd_drop_max_mv": 0.0104,
  "top_area_cell": "ha_1",
  "syn_inst": 1342,
  "io_buffers": 100,
  "setup_ws_ps": 7810,
  "post_drt_wl_per_cell_um": 27.4,
  "required_ps": 16880,
  "crit_arrival_ps": 9070,
  "synth_top_area_share": 0.134,
  "row_count": 54,
  "hold_depth": 4,
  "ioPinCount": 100,
  "drt_iter0_drc": 1107,
  "design_area_mm2": 0.0100,
  "coreArea_mm2": 0.0219,
  "path_buffers": 5,
  "nClkBuffers": 0
}
==> power by group through the flow <==
stage / clock network [uW] / logic (uW) / registers, uW
4_1_cts: 0 / 250 / 0
5_1_grt: 0 / 275 / 0
==> cells in the mapped netlist (23+ instances only) <==
library cell	number
a31oi_1	23
inv_1	98
clkbuf_1	69
a21oi_1	130
nor3_1	43
nor4_1	25
o21ai_0	87
mux4_2	31
mux2i_1	44
nor2_1	148
a211oi_1	34
xnor2_1	23
nand2_1	116
ha_1	96
buf_2	28
==> metal layers <==
| metal | share of wire | up-vias | GRT usage |
|---|---|---|---|
| li1 | - | 5061 | - |
| met1 | 0.43 | 5226 | 0.583 |
| met2 | 0.41 | 663 | 0.564 |
| met3 | 0.12 | 82 | 0.120 |
| met4 | 0.034 | 0 | 0.117 |
| met5 | 0 | - | 0 |
==> through the flow <==
step,instances,power (uW),hold WS (ps),utilization
after detailed placement,1639,249,9460,0.457
after floorplan,1342,156,8510,-
after CTS,1639,250,9480,0.457
final,1640,257,9470,0.457
after global routing,1639,275,9520,0.457
after global placement,1639,251,9460,0.457
==> path summary, 6_finish.rpt <==
kind / start / end / slack (ps)
setup / recovery: b[4] / out[0] / 7810
hold / removal: b[22] / out[22] / 9470
==> cell type report <==
type	count	area share
Antenna cell	1	0.000250
Multi-Input combinational cell	1130	0.807
Timing Repair Buffer	130	0.121
Tap cell	280	0.0350
Inverter	99	0.0371
==> logic make-up after synthesis <==
family	count (synthesis)	synth area share
fa+ha+maj	98	0.138
simple gates	437	0.228
compound gates	481	0.367
xor+xnor	28	0.0274
buf+inv	212	0.0990
mux	86	0.141
Power is estimated from default activity; no workload was simulated.
