$ cat design/flow/run.sh
#!/bin/bash
# OpenROAD 26Q1-2900-gdf79404cd8, Yosys 0.63+post, stock flow scripts
make -C /OpenROAD-flow-scripts/flow DESIGN_CONFIG=/design/flow/config.mk WORK_HOME=/design/flow/orfs finish
$ cat design/flow/config.mk
export PLATFORM = sky130hd
export DESIGN_NAME = Reg
export DESIGN_NICKNAME = Reg
export VERILOG_FILES = /design/flow/design.v
export SDC_FILE = /design/flow/constraint.sdc
export NUM_CORES = 4
export LEC_CHECK = 1
export CORE_UTILIZATION = 30
$ cat design/flow/constraint.sdc
current_design Reg

set clk_period 9.6
set clk_io_pct 0.2

create_clock -name clk0 -period $clk_period [get_ports {clk}]

set non_clock_inputs [all_inputs -no_clocks]
set_input_delay [expr $clk_period * $clk_io_pct] -clock clk0 $non_clock_inputs
set_output_delay [expr $clk_period * $clk_io_pct] -clock clk0 [all_outputs]
$ cat design/flow/design.v
module Reg(addrA, addrB, addrD, dataD, regwen, clk, dataA, dataB);
input [4:0] addrA, addrB, addrD;
input [31:0] dataD;
input regwen, clk;
output [31:0] dataA, dataB;
reg [31:0] dataA, dataB;
reg [31:0] register[0:31];
always @(*) begin
	dataA = register[addrA];
	dataB = register[addrB];
end
always @(negedge clk) begin
	if(regwen)
		register[addrD] <= (addrD == 0) ? 0 : dataD;
end
initial begin
	register[0] = 32'd0;
	register[1] = 32'd0;
	register[2] = 32'd0;
	dataA <= 32'd0;
    	dataB <= 32'd0;
end
endmodule
==> results_slide.txt <==
Key Metrics from the Run

Critical path
  • Critical path class: reg2out
  • Critical Path Sink Type: output pin
  • Critical Path RT: 7.68 ns
  • Setup crit start kind: flip-flop
  • Critical path's slowest cell: clkdlybuf4s50_1
  • WP buf/inv: 1
  • CP top delay family: buffers and inverters
  • Critical Path Fanout Max: 2
  • CP peak stage delay: 0.52 ns
  • Cell chain of the critical path: mux2i_1 -> a22o_1 -> nor3_1 -> a31oi_1 -> nand3_1 -> clkdlybuf4s50_1
  • CP arrival: 7.54 ns

Clocking
  • Reg clk slew, reported paths: 0.03 ns
  • CTS Hold Buffers Added: 0
  • Post-CTS Resized: 0
  • Clk sinks: 1024
  • CTS root buf: clkbuf_16
  • TritonCTS buffer count: 111
  • CTS H-tree depth: 3
  • Post-CTS Setup Bufs: 0
  • CTS tree: done
  • CTS max path bufs: 3

Detailed routing
  • WL/cell: 23.84 um
  • DR iter-0 viols: 2160
  • Vias per cell: 5.102
  • Total number of vias: 34.77k
  • DRC: 0
  • DR pass1 iterations: 5
  • Drt total wl: 162.4 mm
  • Detail Route Antenna Nets: 0

Yosys
  • #FFs+latches synth: 1024
  • Unique masters post-synth: 24
  • Synth Warn #: 1
  • Top cells by count: edfxtp_1 (1024), mux2i_1 (1024), nand2_1 (195)
  • Chip area line of the yosys report: 0.04898 mm2
  • Top cells by area: edfxtp_1 (63%), mux2i_1 (21%), a22oi_1 (2.9%)
  • Count of library flops with an enable pin: 1024
  • Most common reg cell: edfxtp_1
  • Seq share, synth: 0.6278
  • Post-Syn Area: 0.04898 mm2
  • Avg Synthesized Cell Area: 14.31 um2
  • Yosys cell count: 3422
  • Syn Inst Count: 3422
  • Async SR Flop Fraction: 0
  • Leading area contributor after synthesis: edfxtp_1
  • Area leader share: 0.6278

Finish
  • Design area: 0.06050 mm2
  • Top reg by flops: register
  • Share of layout cells above drive strength 1: 0.07874
  • Max FFs per register: 1024
  • Layout overhead on the synthesized area: 23.53%
  • Util after Layout: 0.3751
  • Biggest regs: register: 1024 flops

Placement
  • Placed inst area: 0.05305 mm2
  • Port bufs: 112
  • Final GP Congestion: 0.8594
  • Pre-CTS WS: 0.2827 ns
  • HPWL after DPL: 89.57 mm

Timing
  • Min Hold Slack: 5.106 ns
  • Max Transition Viols Final: 0
  • RSZ-0062 raised after global routing: no
  • Max-slew headroom: 0.3070
  • Fin. Hold Viols: 0
  • Setup WS post-layout: 0.1406 ns
  • Setup Viol. Count Final: 0
  • Tightest Pin Transition: 1.039 ns
  • Final setup TNS: 0 ns

Global route
  • Number of global-route vias before repair: 37.63k
  • Largest net degree at the start of global routing: 89
  • Initial antenna violation count: 12
  • GRT overflow: 0
  • Total Routing Usage GR: 0.2068
  • First-pass GRT wire length: 232.0 mm

Run status
  • Status: complete, no violations

Die
  • Chip Footprint: 0.1649 mm2
  • Die Width: 406.1 um
  • FP Core Util: 0.3036
  • Core Region: 0.1613 mm2
  • Core Rows: 147
  • Io pins: 113
  • Vert. Die Dim: 406.1 um

Flow run
  • Log Warnings: 1027
  • Max-Cap Viols: 0

Pwr
  • Power Dens Cells: 195.1 mW/mm2
  • Leakage: 0.02589 uW
  • Peak supply drop: 0.1486 mV

Worst hold path
  • Worst hold-check path type: in2out
[per-stage QoR]
step	instances	power, uW
after floorplan	3422	6279
after global placement	5581	6682
after detailed placement	5581	6687
after CTS	6808	11970
after global routing	6808	12540
final	6815	11800
[path summary, 6_finish.rpt]
path	depth (start not counted)	end	from	slack, ns
hold / removal	6	dataB[30]	addrB[1]	5.11
setup / recovery	6	dataA[10]	register[6][10]	0.14
[where the power goes]
group	switching (uW)	leakage, uW	internal, uW
sequential	21.9	0.00915	5030
clock	2780	0.00727	3020
combinational	608	0.00947	351
total	3410	0.0259	8400
[cell families (layout without fill, tap and decap cells)]
logic type / after synthesis / in the layout / synth area share
AND-OR/OR-AND: 576 / 576 / 0.08011
buffers and inverters: 256 / 1482 / 0.03163
flip-flops: 1024 / 1024 / 0.6278
multiplexers: 1024 / 1024 / 0.2093
other: 0 / 7 / 0
AND/OR/NAND/NOR: 542 / 542 / 0.05117
[tightest hold or removal path, stage by stage]
cell,delay [ns]
buf_8,0.20
mux2i_1,0.23
nand2_1,0.07
nand3_1,0.06
nand3_1,0.09
clkdlybuf4s50_1,0.45
[cells in the final DEF (no fill, tap or decap), drive strengths merged, types with 11 or more instances in the layout]
| cell | netlist | layout |
|---|---|---|
| a21oi | 192 | 192 |
| a22o | 128 | 128 |
| a22oi | 192 | 192 |
| a31oi | 64 | 64 |
| and2 | 34 | 34 |
| buf | 177 | 144 |
| bufinv | 0 | 11 |
| clkbuf | 78 | 115 |
| clkdlybuf4s50 | 0 | 110 |
| clkinvlp | 0 | 32 |
| edfxtp | 1024 | 1024 |
| inv | 1 | 1069 |
| mux2i | 1024 | 1024 |
| nand2 | 195 | 195 |
| nand3 | 194 | 194 |
| nor2 | 35 | 35 |
| nor3 | 64 | 64 |
[metal layers]
| metal | up-vias | GRT usage | routed length [um] |
|---|---|---|---|
| met3 | 328 | 0.1502 | 23540 |
| met4 | 18 | 0.09798 | 6314 |
| met2 | 1919 | 0.3019 | 75400 |
| met5 | - | 0.002676 | 171 |
| li1 | 15787 | - | - |
| met1 | 16719 | 0.2246 | 57030 |
[area by class of cell]
type	count	area, um2
clock buffer	115	2878
tap	2160	2703
antenna	7	17.52
timing repair buffer	254	2610
fill	14923	100800
multi-input combinational	2142	16990
clock inverter	1113	4558
sequential	1024	30750
No activity file was given, so power comes from the tool's default toggle rates.
