==> design/flow/design.v <==
module mux3(in0, in1, in2, out, sel);
input [31:0] in0, in1, in2;
input [1:0] sel;
output [31:0] out;
reg [31:0] out;
always @(*) begin
	case(sel)
		2'b00: out <= in0;
		2'b01: out <= in1;
		2'b10: out <= in2;
		2'b11: out <= 32'hz;
	endcase
end
initial
	out <= 32'd0;
endmodule
==> design/flow/run.sh <==
#!/bin/bash
# OpenROAD 26Q1-2900-gdf79404cd8, Yosys 0.63+post, stock flow scripts
make -C /OpenROAD-flow-scripts/flow DESIGN_CONFIG=/design/flow/config.mk WORK_HOME=/design/flow/orfs finish
==> design/flow/config.mk <==
export PLATFORM = sky130hd
export DESIGN_NAME = mux3
export DESIGN_NICKNAME = mux3
export VERILOG_FILES = /design/flow/design.v
export SDC_FILE = /design/flow/constraint.sdc
export NUM_CORES = 4
export LEC_CHECK = 1
export CORE_AREA = 10 10 71 71
export DIE_AREA = 0 0 81 81
==> design/flow/constraint.sdc <==
current_design mux3

set clk_period 5.2
set clk_io_pct 0.2

create_clock -name clk0 -period $clk_period

set non_clock_inputs [all_inputs -no_clocks]
set_input_delay [expr $clk_period * $clk_io_pct] -clock clk0 $non_clock_inputs
set_output_delay [expr $clk_period * $clk_io_pct] -clock clk0 [all_outputs]
==> flow_metrics.tcl <==
# place-and-route summary
set metrics [dict create \
    detail-route-antenna-nets 0 \
    antenna_found_initial 0 \
    regArea_sq_um 0 \
    gp_congestion 0.7906 \
    io_buffers 130 \
    yosys.stat.seqShare_pct 0 \
    drc 0 \
    critPathMaxStageDelay_ps 640 \
    ys_area_sq_um 636.9 \
    cp_common_cell "clkdlybuf4s50_1" \
    pin_count 130 \
    nClkBuffers 0 \
    cp.arrival_ps 3160 \
    p_leak_uw 0.0007100 \
    synth_area_sq_um 636.9 \
    grt_pass1_vias 1295 \
    fillers 339 \
    antenna_cells 0 \
    fin_cells 281 \
    path_delay_family "buffers and inverters" \
    p_per_area_mw_per_mm2 94.06 \
    chipArea_sq_mm 0.006561 \
    finalHoldViolCount 0 \
    dr.pass1.iters 4 \
    setup_viol 0 \
    post-route-min-period_ps 4197 \
    core_sq_mm 0.003633 \
    vias_per_cell 4.448 \
    ir_drop_mv 0.05743 \
    initCoreUtil_pct 17.53 \
    die-height_microns 81 \
    drtIter0Drc 64 \
    cp_data_required_time_ps 4160 \
    cp-start-kind "input pin" \
    n_sequential_cell 0 \
    cts_resized 0 \
    crit_fanout 32 \
    die_x_microns 81 \
    ys_cells 113 \
    path_class "in -> out" \
    outcome "finished, final reports clean" \
    end_kind "output pin" \
    cap_viol_max_count 0 \
    final_cell_area_sq_mm 0.001939 \
    cpMaxStageDelayCell "ha_2" \
    synth_cells 113 \
    grt_setup_unrepaired "no" \
    warnings 33 \
    hold_buffers 0 \
    gr-total-overflow 0 \
    vias 1250 \
    grt_pass1_wl_mm 6.596 \
    synth_cell_types 8 \
    grt_usage_pct 12.32 \
    fin_crit_sh_pct 80.71 \
    maxSlewViolCount 0 \
    max_freq_mhz 238.3 \
    place_hpwl_mm 3.766 \
    area_delta_synth_final_pct 204.5 \
    drt-total-wl_mm 4.485 \
    post_dp_cell_area_sq_mm 0.001939 \
    holdCritPathClass "in -> out" \
    worst_pin_slew_ps 635.0 \
    path_buffers 4 \
    core.rowCount 22 \
    tns_ps 0 \
    postCtsSetupBuffers 0 \
    wire_per_inst_microns 15.96 \
    postLayoutCoreUtil_pct 53.37 \
    ys_warn_count 2 \
    syn_area_per_cell_sq_um 5.636 \
    maxSlewHeadroom_pct 57.67 \
    grt_max_degree 33 \
    drive_above_1_share_pct 1.717 \
    placed_cells 281 \
    cp_cell_sequence "clkdlybuf4s50_1, inv_1, ha_2, buf_4, nand2_1, o21ai_1, clkdlybuf4s50_1" \
]
-- metrics by stage --
step	total power, uW	hold WS (ps)	setup slack, ps
after floorplan	48.54	2136	2418
after global placement	183.1	2995	1012
after detailed placement	184.2	2986	981.0
after CTS	185.6	2993	975.8
after global routing	199.7	3029	837.3
final	182.4	2987	1003
-- cell usage after synthesis --
cell type	n	share of area, %
a22oi_1	32	38
nand2_1	32	19
o21ai_1	30	24
buf_2	10	7.9
buf_6	3	5.3
ha_1	2	3.9
inv_1	2	1.2
o21ai_0	2	1.6
-- worst min-delay path, cell delays in order --
cell and delay (ps):
clkdlybuf4s50_1 400, nand2_1 60, o21ai_1 50, clkdlybuf4s50_1 400
-- report_power, final --
group | internal [uW] | switching, uW
Clock | 0 | 0
Sequential | 0 | 0
Combinational | 130 | 52.1
Total | 130 | 52.1
-- kinds of logic after synthesis --
family | share of synthesized area [%]
compound gates | 62.87
simple gates | 18.86
buf+inv | 14.34
fa+ha+maj | 3.929
-- cell usage in the layout, fill, tap and decap left out --
cell type / count
inv_1: 2
o21ai_1: 30
ha_1: 1
buf_4: 3
ha_2: 1
o21ai_0: 2
clkdlybuf4s50_1: 130
nand2_1: 32
a22oi_1: 32
-- area by class of cell --
class,count,area (sq um),area share (%)
Timing Repair Buffer,133,1324,68.26
Multi-Input combinational cell,98,548.0,28.26
Tap cell,48,60.06,3.097
Inverter,2,7.507,0.3871
-- per-layer routing --
layer / vias to the layer above / GRT usage (%) / routed length, microns
li1: 662 / - / -
met5: - / 0 / 0
met2: 67 / 21.42 / 2117
met3: 0 / 5.345 / 608
met4: 0 / 0 / 0
met1: 521 / 14.65 / 1759
-- path summary, 6_finish.rpt --
| kind | from | endpoint | slack [ps] | cells past startpoint |
|---|---|---|---|---|
| max | sel[0] | out[15] | 1000 | 7 |
| min | in0[19] | out[19] | 2990 | 4 |
No activity file was given, so power comes from the tool's default toggle rates.
